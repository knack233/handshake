### design/flow/design.v
module  slave
(
    input       sys_clk     ,
    input       reset       ,
    input       vaild       ,
    input [7:0] master_data ,
    output reg  ready
);
reg     [7:0]   receive_data;
reg    [7:0]    ready_cnt;
always@(posedge sys_clk or posedge reset)
begin
    if(reset == 1'b1)
        ready_cnt <= 1'b0;
    else    if(ready_cnt == 8'd255)
        ready_cnt <= 1'b0;
    else
        ready_cnt <= ready_cnt + 1'b1;
end
reg     d0_ready;
reg     ready_d0;
reg     vaild_d0;
reg [7:0]   receive_data_d0;
always@(posedge sys_clk)
begin
    ready_d0 <= ready;
    ready <= d0_ready;
    receive_data <= receive_data_d0;
    vaild_d0 <= vaild;
end
always@(posedge sys_clk or posedge reset)
begin
    if(reset == 1'b1)
        d0_ready <= 1'b0;
    else    if(ready_cnt == 8'd9)
        d0_ready <= 1'b1;
    else    if(ready_cnt == 8'd22)
        d0_ready <= 1'b0;
    else    if(ready_cnt == 8'd26)
        d0_ready <= 1'b1;
    else
        d0_ready <= d0_ready;
end
always@(posedge sys_clk or posedge reset)
begin
    if(reset == 1'b1)
        receive_data_d0 <= 1'b0;
    else    if(vaild_d0 & ready_d0)
        receive_data_d0 <= master_data;
    else
        receive_data_d0 <= receive_data_d0;
end
endmodule
### design/flow/run.sh
#!/bin/bash
# OpenROAD 26Q1-2900-gdf79404cd8, Yosys 0.63+post, stock flow scripts
make -C /OpenROAD-flow-scripts/flow DESIGN_CONFIG=/design/flow/config.mk WORK_HOME=/design/flow/orfs finish
### design/flow/config.mk
export PLATFORM = sky130hd
export DESIGN_NAME = slave
export DESIGN_NICKNAME = slave
export VERILOG_FILES = /design/flow/design.v
export SDC_FILE = /design/flow/constraint.sdc
export NUM_CORES = 4
export LEC_CHECK = 1
export CORE_AREA = 10 10 70 70
export DIE_AREA = 0 0 80 80
### design/flow/constraint.sdc
current_design slave

set clk_period 2.2
set clk_io_pct 0.2

create_clock -name clk0 -period $clk_period [get_ports {sys_clk}]

set non_clock_inputs [all_inputs -no_clocks]
set_input_delay [expr $clk_period * $clk_io_pct] -clock clk0 $non_clock_inputs
set_output_delay [expr $clk_period * $clk_io_pct] -clock clk0 [all_outputs]
==> run_summary.xml <==
<?xml version="1.0" encoding="UTF-8"?>
<metrics>
  <group name="clocking">
    <metric name="clock_latency" unit="ns">0.27</metric>
    <metric name="cts_setup_buffers" unit="">0</metric>
    <metric name="longest_clk_path_bufs" unit="">2</metric>
    <metric name="cts-buffers-inserted" unit="">3</metric>
    <metric name="clock_tree.htree_level_count" unit="">1</metric>
    <metric name="holdBufCountCts" unit="">0</metric>
    <metric name="ctsResizeCount" unit="">0</metric>
    <metric name="numClockSinks" unit="">10</metric>
    <metric name="ctsRootBufferMaster" unit="">clkbuf_4</metric>
    <metric name="cts.clk_slew.worst_paths" unit="ns">0.07</metric>
    <metric name="cts_tree" unit="">done</metric>
  </group>
  <group name="drt">
    <metric name="vias" unit="">338</metric>
    <metric name="drtPass1Iterations" unit="">3</metric>
    <metric name="drtAntennaViolNets" unit="">0</metric>
    <metric name="totalWireLength" unit="um">800</metric>
    <metric name="drt-wirelength-per-cell" unit="um">8.33</metric>
    <metric name="detail_route.drc_violations" unit="">0</metric>
    <metric name="num_antenna_cells" unit="">0</metric>
    <metric name="vias_per_cell" unit="">3.52</metric>
    <metric name="first_iter_violations" unit="">9</metric>
  </group>
  <group name="synth">
    <metric name="synth_area" unit="sq um">488</metric>
    <metric name="synth_stat.cells" unit="">45</metric>
    <metric name="topCellsByArea" unit="">dfrtp_1 (46%), ha_1 (7.7%), dfxtp_1 (4.1%)</metric>
    <metric name="synthCells" unit="">45</metric>
    <metric name="synth-seq-cells" unit="">10</metric>
    <metric name="synth.lib_cells_used.distinct" unit="">22</metric>
    <metric name="count_of_flip_flops_with_a_built_in_enable_after_synthesis" unit="">0</metric>
    <metric name="post_synth_most_frequent_cells" unit="">dfrtp_1 (9), inv_1 (4), nor2_1 (4), ha_1 (3), nand3_1 (3)</metric>
    <metric name="synth.yosys.warnings" unit="">1</metric>
    <metric name="synthDominantAreaCellType" unit="">dfrtp_1</metric>
    <metric name="top_area_share" unit="%">46.2</metric>
    <metric name="top_cell" unit="">dfrtp_1</metric>
    <metric name="ys.flop_type" unit="">dfrtp_1</metric>
    <metric name="async_flop_share" unit="%">90.0</metric>
    <metric name="ys_seq_share" unit="%">50.3</metric>
    <metric name="postSynthAreaPerCell" unit="sq um">10.8</metric>
    <metric name="total_cell_area_reported_by_yosys_after_synthesis" unit="sq um">488</metric>
  </group>
  <group name="worst_hold_path">
    <metric name="whs_endpoint" unit="">ready$_DFF_P_</metric>
    <metric name="hold-path-cell-count" unit="">0</metric>
    <metric name="holdCritStartpoint" unit="">d0_ready$_DFFE_PP0P_</metric>
    <metric name="tightest_hold_check_type" unit="">register to register</metric>
  </group>
  <group name="floorplan">
    <metric name="core_util_floorplan" unit="%">14.3</metric>
    <metric name="design.die.area" unit="sq um">6400</metric>
    <metric name="die_h" unit="um">80</metric>
    <metric name="ioPinCount" unit="">12</metric>
    <metric name="fp.dieW" unit="um">80</metric>
    <metric name="rows" unit="">21</metric>
    <metric name="core-area" unit="sq um">3420</metric>
  </group>
  <group name="flow_run">
    <metric name="drv_cap" unit="">0</metric>
    <metric name="openroad.warnings" unit="">36</metric>
  </group>
  <group name="sta">
    <metric name="final.hold.worst_slack" unit="ns">0.387</metric>
    <metric name="postLayoutSetupSlackWorst" unit="ns">0.734</metric>
    <metric name="setup_tns" unit="ns">0</metric>
    <metric name="grt_setup_unrepaired" unit="">false</metric>
    <metric name="slew-limit-headroom" unit="%">77.6</metric>
    <metric name="worst_setup_skew_after_layout" unit="ns">0.0108</metric>
    <metric name="max_slew.worst_pin.slew" unit="ns">0.336</metric>
    <metric name="final_hold_viol_count" unit="">0</metric>
    <metric name="clock.fmax" unit="MHz">682</metric>
    <metric name="min_period" unit="ns">1.47</metric>
    <metric name="report.final.slew_viol_count" unit="">0</metric>
    <metric name="setup_violations" unit="">0</metric>
    <metric name="finalCritPeriodShare" unit="%">66.7</metric>
  </group>
  <group name="critical_path">
    <metric name="crit_chain" unit="">clkdlybuf4s50_1</metric>
    <metric name="timing.critical_path.fanout_max" unit="">1</metric>
    <metric name="critical_path_rt" unit="ns">1.76</metric>
    <metric name="type_of_the_worst_setup_path" unit="">register to output pin</metric>
    <metric name="path_buffers" unit="">1</metric>
    <metric name="worstSetupEndpointType" unit="">output pin</metric>
    <metric name="critical_path.top_delay_family" unit="">buffers and inverters</metric>
    <metric name="timing.critical_path.from_type" unit="">register</metric>
    <metric name="rr_startpoint" unit="">ready_cnt[0]$_DFF_PP0_</metric>
    <metric name="cpMaxStageDelayCell" unit="">clkdlybuf4s50_1</metric>
    <metric name="worst_path_largest_cell_delay" unit="ns">0.45</metric>
    <metric name="r2r_cells" unit="">5</metric>
    <metric name="worst-r2r-setup-slack" unit="ns">0.93</metric>
    <metric name="crit_arrival" unit="ns">1.03</metric>
    <metric name="r2r-end" unit="">d0_ready$_DFFE_PP0P_</metric>
  </group>
  <group name="place">
    <metric name="gp_routability_congestion" unit="">0.827</metric>
    <metric name="io_buffers" unit="">2</metric>
    <metric name="dp_hpwl" unit="um">593</metric>
    <metric name="place_worst_setup_slack" unit="ns">0.934</metric>
    <metric name="total_placed_instance_area" unit="sq um">554</metric>
  </group>
  <group name="power_and_ir_drop">
    <metric name="p_seq_share" unit="%">52.6</metric>
    <metric name="power_frac_clock" unit="%">46.0</metric>
    <metric name="static-leakage-power" unit="nW">0.230</metric>
    <metric name="power.net_switching" unit="W">0.0000636</metric>
    <metric name="power.share.combinational" unit="%">1.4</metric>
    <metric name="switching_portion_of_total_power" unit="%">18.2</metric>
    <metric name="power_density" unit="nW/um^2">591</metric>
    <metric name="power_report.internal_total" unit="W">0.000285</metric>
    <metric name="peakVddDrop" unit="V">0.000225</metric>
  </group>
  <group name="layout">
    <metric name="final_cell_area" unit="sq um">591</metric>
    <metric name="layout-drive-gt1-share" unit="%">10.0</metric>
    <metric name="filler_cell_count" unit="">386</metric>
    <metric name="area_delta_synth_final" unit="%">21.0</metric>
  </group>
  <group name="global_routing">
    <metric name="antenna_found_initial" unit="">0</metric>
    <metric name="grt_start_max_net_pins" unit="">10</metric>
    <metric name="first_pass_grt_wire_length" unit="mm">1.35</metric>
    <metric name="first_global_vias" unit="">314</metric>
    <metric name="overflow" unit="">0</metric>
    <metric name="grt_util_all_layers" unit="%">2.59</metric>
  </group>
  <group name="status">
    <metric name="outcome" unit="">finished clean</metric>
  </group>
</metrics>
metal layers:
| layer | global-route usage [%] | routed length, um | up-vias |
|---|---|---|---|
| met5 | 0 | 0 | - |
| met4 | 0.176 | 9 | 0 |
| met3 | 2.16 | 75 | 2 |
| met2 | 3.61 | 342 | 7 |
| met1 | 3.11 | 373 | 158 |
| li1 | - | - | 171 |
logic make-up (layout without fill, tap and decap cells):
group / count (synthesis) / after routing / synth area share, %
and+or+nand+nor: 15 / 15 / 16.7
muxes: 1 / 1 / 2.31
AOI/OAI and AO/OA: 7 / 7 / 10.5
buffers and inverters: 5 / 10 / 5.38
xor gates and xnor gates: 4 / 4 / 7.18
adders and majority gates: 3 / 3 / 7.69
DFF: 10 / 10 / 50.3
sequential cells by signal, summed over array words and instances (netlist names):
name,flops
ready_cnt,8
d0_ready,1
ready,1
placed cells by master (no fill, tap or decap), types with 2 or more instances in the layout:
cell,Yosys,layout
nand3_1,3,3
nand2_1,2,2
xor2_1,2,2
nand4_1,2,2
dfrtp_1,9,9
clkbuf_4,0,3
nor2_1,4,4
nand4b_1,2,2
inv_1,4,4
xnor2_1,2,2
clkdlybuf4s50_1,0,2
ha_1,3,3
how the worst max path moves through the flow:
stage	startpoint	to	slack (ns)	depth (start not counted)
after global routing	ready$_DFF_P_	ready	0.67	1
final	ready$_DFF_P_	ready	0.73	1
after CTS	ready$_DFF_P_	ready	0.71	1
worst register-to-register path, stage by stage (launching register included):
cell,delay [ns]
dfrtp_1,0.45
inv_1,0.07
ha_1,0.21
mux2_1,0.30
nand4b_1,0.09
nand2_1,0.05
through the flow:
stage,util (%),std cells,power [W]
floorplan,-,45,0.000190
global placement,16.2,92,0.000192
detailed placement,16.2,92,0.000192
CTS,17.3,96,0.000355
global route,17.3,96,0.000368
finish,17.3,96,0.000349
area by class of cell:
class	count	area (sq um)	share of cell area, %
clock buffer	4	36.3	6.14
inverter	4	15.0	2.54
multi-input combinational	30	216	36.7
sequential	10	245	41.5
tap	46	57.6	9.75
timing repair buffer	2	20.0	3.39
power groups by stage:
stage	Clock (W)	Combinational [W]	Sequential, W
CTS	0.000166	0.00000522	0.000183
global route	0.000179	0.00000561	0.000183
finish	0.000161	0.00000484	0.000184
Power is estimated from default activity; no workload was simulated.
