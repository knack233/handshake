===== flow/design.v =====
module      master
(
    input           sys_clk     ,
    input           reset       ,
    input           ready       ,
    output   reg    vaild       ,
    output  reg[7:0]master_data 
);
reg     [7:0]   si_data;
always@(posedge sys_clk or posedge reset)
begin
    if(reset == 1'b1)
        si_data <= 8'd2;
    else    if(si_data == 8'd255)
        si_data <= 8'd2;
    else  
        si_data <= si_data + 1'b1;
end
reg    [7:0]    vaild_cnt;
always@(posedge sys_clk or posedge reset)
begin
    if(reset == 1'b1)
        vaild_cnt <= 1'b0;
    else    if(vaild_cnt == 8'd255)
        vaild_cnt <= 1'b0;
    else
        vaild_cnt <= vaild_cnt + 1'b1;
end
reg [7:0] si_data_d0;
reg [7:0] si_data_d1;
reg [7:0] si_data_d2;
reg [7:0] si_data_d3;
reg [7:0] si_data_d4;
reg [7:0] si_data_d5;
reg [7:0] si_data_d6;
always@(posedge sys_clk)
begin
    si_data_d0 <= si_data;
    si_data_d1 <= si_data_d0;
    si_data_d2 <= si_data_d1;
    si_data_d3 <= si_data_d2;
    si_data_d4 <= si_data_d3;
    si_data_d5 <= si_data_d4;
    si_data_d6 <= si_data_d5;
end
reg     [7:0]   wait_cnt;
always@(posedge sys_clk or posedge reset)
begin
    if(reset == 1'b1)
        wait_cnt <= 1'b0;
    else    if(vaild == 1'b1 && ready == 1'b0)
        wait_cnt <= wait_cnt + 1'b1;
    else    if(vaild == 1'b0 && ready == 1'b0 && wait_cnt != 1'b0)
        wait_cnt <= wait_cnt - 1'b1;
    else
        wait_cnt <= wait_cnt;
end
reg     vaild_d0;   
always@(posedge sys_clk)
begin
    vaild <= vaild_d0;
end
always@(posedge sys_clk or posedge reset)
begin
    if(reset == 1'b1)
        vaild_d0 <= 1'b0;
    else    if(vaild_cnt == 8'd10)  
        vaild_d0 <= 1'b1;
    else    if(vaild_cnt == 8'd15)  
        vaild_d0 <= 1'b0;
    else    if(vaild_cnt == 8'd20)
        vaild_d0 <= 1'b1;
    else
        vaild_d0 <= vaild_d0;
end
always@(posedge sys_clk or posedge reset)
begin
    if(reset == 1'b1)
        master_data <= 1'b0;
    else
    begin
        case(wait_cnt)
        8'd0: master_data <= si_data;
        8'd1: master_data <= si_data_d1;
        8'd2: master_data <= si_data_d2;
        8'd3: master_data <= si_data_d3;
        8'd4: master_data <= si_data_d4;
        8'd5: master_data <= si_data_d5;
        8'd6: master_data <= si_data_d6;
        default : master_data <= 1'b0; 
        endcase
    end
end
endmodule

===== flow/run.sh =====
#!/bin/bash
# OpenROAD 26Q1-2900-gdf79404cd8, Yosys 0.63+post, stock flow scripts
make -C /OpenROAD-flow-scripts/flow DESIGN_CONFIG=/design/flow/config.mk WORK_HOME=/design/flow/orfs finish

===== flow/config.mk =====
export PLATFORM = sky130hd
export DESIGN_NAME = master
export DESIGN_NICKNAME = master
export VERILOG_FILES = /design/flow/design.v
export SDC_FILE = /design/flow/constraint.sdc
export NUM_CORES = 4
export LEC_CHECK = 1
export CORE_UTILIZATION = 50

===== flow/constraint.sdc =====
current_design master

set clk_period 3.0
set clk_io_pct 0.2

create_clock -name clk0 -period $clk_period [get_ports {sys_clk}]

set non_clock_inputs [all_inputs -no_clocks]
set_input_delay [expr $clk_period * $clk_io_pct] -clock clk0 $non_clock_inputs
set_output_delay [expr $clk_period * $clk_io_pct] -clock clk0 [all_outputs]

==> CHANGELOG.md <==
### Physical design

* Vias per cell at 5.46
* Worst slew pin tran at 0.727 ns
* IO Port Bufs at 11
* Critical Path End: master_data[2]
* Crit path DAT at 2.36 ns
* Seq cells post-synth at 90
* Crit. Startpoint: wait_cnt[0]
* Core Footprint at 5920 µm²
* Initial Util at 52.1%
* Clk root buf: clkbuf_8
* Row cnt at 28
* Critical register-to-register path startpoint: wait_cnt[0]
* Clock sink total at 90
* MaxCap Viol Count at 0
* Final Cycle Share at 71.1%
* Antenna violations before repair at 0
* Die width at 80.6 µm
* Clk latency late pin at 0.35 ns
* Critical path endpoint category: flip-flop
* Yosys chip area at 3090 µm²
* RR Endpoint: master_data[2]
* Tot GR Track Use at 18.6%
* First-pass GRT wire length at 8.60 mm
* Max-slew headroom at 51.6%
* GR Overflow Total at 0
* Post-synth seq share at 63.8%
* Fin area at 3430 µm²
* Clock-pin slew on the worst setup and hold paths at 0.08 ns
* # hold bufs at CTS at 0
* I/O pins at 12
* Count of tool warnings at 31
* Flip-flop and latch area at 1970 µm²
* # fillers at 472
* Setup Skew at 0.00902 ns
* N_diodes at 0
* Setup tns final at 0 ns
* CTS tree: yes
* Share of layout cells above drive strength 1 at 12.3%
* Area post-placement at 3250 µm²
* TritonCTS buffer count at 9
* Logic area at 1030 µm²
* Largest net degree at the start of global routing at 34
* Largest area contributor in the netlist: dfxtp_1
* Gp weighted congestion at 0.802
* Top cells by area: dfxtp_1, dfrtp_1, ha_1
* Area delta synth->final at 11.3%
* Tightest Hold Check Type: flip-flop to flip-flop
* Residual DRC count at 0
* Yosys warns at 1
* Critical Path Source Type: flip-flop
* Die Ht at 80.6 µm
* Post-route ant nets at 0
* WL/cell at 15.5 µm
* Setup bufs post-CTS at 0
* Power density over the cells at 783 nW/µm²
* Yosys Instances at 244
* Cells after Synth at 244
* Detailed Routing Iterations Pass 1 at 6
* # setup viols final at 0
* H-tree depth at 3
* Dominant cell area share at 37.0%
* Ys flop type: dfxtp_1
* Via Count at 1834
* Status: complete, no violations
* RSZ-0062 raised after global routing: no
* Max rail drop VDD at 410 µV
* DR iter-0 viols at 91
* CP max FO at 16
* Die area at 6490 µm²
* DPL Wire Length at 3.24 mm
* Vias in the first global route at 1692
* Synthesized area at 3090 µm²
* Final Hold Vio Count at 0
* Drt total wl at 5.21 mm
* Yosys cell types at 47
* Post-synth EDFFs at 0
* Post-synth ARST share at 36.7%
* Required time of the critical path at 3.23 ns
* Max Slew Vio Count at 0
* Flop2flop setup slack at 0.87 ns
* Reg2Reg Depth at 5
* Leakage at 0.00145 µW
* Post_cts resized at 0
* Syn_area_per_cell at 12.7 µm²
* Max Fclk at 469 MHz
* Clk buf depth at 2
* Post-layout minimum cycle time at 2.13 ns
* Critical path class: flip-flop to flip-flop
## layer usage
layer / wire length [µm] / up-vias / GRT usage [%]
met2: 2180 / 39 / 26.4
met1: 2690 / 873 / 30.6
li1: - / 917 / -
met4: 60 / 0 / 1.79
met5: 0 / - / 0
met3: 283 / 5 / 5.65
## report_power, final
part           total, µW  switching, µW  leakage, µW  internal, µW
logic                515            290     0.000471           225
clock network        765            416    0.0000919           349
registers           1410            132     0.000887          1280
## critical path, cell delays in order (launching register included)
cell      delay, ns
dfrtp_1        0.48
inv_1          0.14
ha_1           0.46
a222oi_1       0.48
a211oi_1       0.13
a221o_2        0.33
## registers in the layout, summed over array words and instances (netlist names)
signal	cells
master_data	8
si_data	8
si_data_d0	8
si_data_d1	8
si_data_d2	8
si_data_d3	8
si_data_d4	8
si_data_d5	8
si_data_d6	8
vaild_cnt	8
wait_cnt	8
vaild	1
vaild_d0	1
## per-stage QoR
stage,setup slack [ns],std cells,util (%),total power (µW),hold slack [ns]
global route,0.716,336,58.0,2840,0.339
detailed placement,0.746,320,54.8,1950,0.312
CTS,0.836,336,58.0,2730,0.332
finish,0.867,336,58.0,2690,0.330
global placement,0.774,320,54.8,1950,0.310
floorplan,1.25,244,-,1780,0.310
## final cells by class
| type | count | share of cell area, % |
|---|---|---|
| clock buffers | 11 | 4.41 |
| clock inverters | 5 | 1.09 |
| inverters | 9 | 0.984 |
| multi-input cells | 134 | 30.1 |
| flip-flops and latches | 90 | 57.3 |
| well taps | 75 | 2.73 |
| repair buffers | 12 | 3.42 |
## kinds of logic (layout without fill, tap and decap cells)
| family | after synthesis | after routing | synth area share, % |
|---|---|---|---|
| XOR/XNOR | 17 | 17 | 4.82 |
| AND/OR/NAND/NOR | 56 | 56 | 10.1 |
| AND-OR/OR-AND | 51 | 51 | 14.5 |
| adder cells (fa/ha/maj) | 9 | 9 | 3.65 |
| flip-flops | 90 | 90 | 63.8 |
| multiplexers | 1 | 1 | 0.365 |
| buffers and inverters | 20 | 37 | 2.80 |
## layout by cell type (no fill, tap or decap), types with 3 or more instances in the layout
cell,Yosys,layout
dfrtp_1,32,32
a221oi_1,7,7
xnor2_1,6,6
a211oi_1,5,5
nand2_1,11,11
dfxtp_1,57,57
a21oi_1,5,5
nand4_1,3,3
and2_1,3,3
nor2_1,11,11
and3_1,5,5
or3_1,3,3
inv_1,9,9
xor2_1,11,11
clkbuf_8,0,11
ha_1,9,9
o21ai_0,5,5
a222oi_1,9,9
nand3_1,6,6
a221o_2,5,5
clkdlybuf4s50_1,0,11
## Yosys cell counts (2+ instances only)
master     instances
or4_1              2
or3_1              3
o21ai_0            5
and3_1             5
o2111ai_1          2
a221oi_1           7
nand4_1            3
a222oi_1           9
nand2_1           11
a221o_2            5
ha_1               9
or2_2              2
inv_1              9
clkbuf_1           6
dfxtp_1           57
o31ai_1            2
dfrtp_1           32
nand2b_1           2
a211o_1            2
buf_2              2
nand3_1            6
xnor2_1            6
and2_1             3
xor2_1            11
a21oi_1            5
a22oi_1            2
nor2_1            11
nor3_1             2
a211oi_1           5
## worst min-delay path by stage
| stage | startpoint | to | slack, ns | depth (start not counted) |
|---|---|---|---|---|
| 4_1_cts | si_data_d0[1] | si_data_d1[1] | 0.33 | 0 |
| 5_1_grt | si_data_d0[3] | si_data_d1[3] | 0.34 | 0 |
| 6_report | si_data_d0[3] | si_data_d1[3] | 0.33 | 0 |
Power and IR drop assume default switching activity.
